--- ./run.sh ---
#!/bin/bash
# OpenROAD 26Q1-2900-gdf79404cd8, Yosys 0.63+post, stock flow scripts
make -C /OpenROAD-flow-scripts/flow DESIGN_CONFIG=/design/flow/config.mk WORK_HOME=/design/flow/orfs finish
--- ./config.mk ---
export PLATFORM = sky130hd
export DESIGN_NAME = Example7
export DESIGN_NICKNAME = Example7
export VERILOG_FILES = /design/flow/design.v
export SDC_FILE = /design/flow/constraint.sdc
export NUM_CORES = 4
export LEC_CHECK = 1
export CORE_AREA = 10 10 70 70
export DIE_AREA = 0 0 80 80
--- ./constraint.sdc ---
current_design Example7

set clk_period 1.5
set clk_io_pct 0.2

create_clock -name clk0 -period $clk_period [get_ports {CLK}]

set non_clock_inputs [all_inputs -no_clocks]
set_input_delay [expr $clk_period * $clk_io_pct] -clock clk0 $non_clock_inputs
set_output_delay [expr $clk_period * $clk_io_pct] -clock clk0 [all_outputs]
--- ./design.v ---
module Example7 (
output reg [3: 0] A_count,  
output C_out,  
input [3: 0] Data_in,  
input Count,  
Load,  
CLK,  
Clear_b  
);
	assign C_out = Count && (~Load) && (A_count == 4'b1111);
	always @ ( posedge CLK, negedge Clear_b)
	if (~Clear_b) A_count <= 4'b0000;
	else if (Load) A_count <= Data_in;
	else if (Count) A_count <= A_count + 1'b1;
	else A_count <= A_count;  
endmodule
==> results.txt <==
Notes on the physical design

Each instance of the synthesized netlist takes up on average 10.2 µm². The endpoint of the lowest-slack register-to-register path is A_count[3]$_DFFE_PN0P_. The max-slew violation count is 0.

The number of library cell types mapped by synthesis is 12. The site row count is 21. The worst flop-to-flop path startpoint is A_count[1]$_DFFE_PN0P_. The synthesis-to-layout area growth is 129%. Buffers inserted to repair hold after CTS numbered 0. By area the synthesized netlist is led by sky130_fd_sc_hd__dfrtp_1, sky130_fd_sc_hd__nand2_1, sky130_fd_sc_hd__xnor2_1. Nets still carrying antenna violations after routing amount to 0. The most frequently used library cell after synthesis is sky130_fd_sc_hd__nand2_1. In the final routed layout, each cell accounts on average for 8.90 µm. The warning tally printed by Yosys for this design is 1. The mux share of post-synthesis cell area is 0.0988. The total wire length after detailed routing is 801 µm.

Counting endpoints that fail hold in the final report gives 0. The adder-cell share of the synthesized area is 0.0581. The worst path setup slack after routing is 0.0307 ns. The share of synthesized cell area in and-or and or-and compound cells is 0.0698.

The area fraction of the largest cell type after synthesis is 0.465. The worst supply voltage drop on vdd is 0.115 mV. The count of library flops with an enable pin is 0.

The cell count after synthesis is 21. Listed in order, past its start point the critical path passes buf_6, clkdlybuf4s50_1. The registers reported with the highest flop counts are A_count x4.

The buffer cell driving the clock tree root is sky130_fd_sc_hd__clkbuf_4. The final weighted congestion in routability-driven placement is 0.724. The horizontal extent of the die is 80 µm. The fraction of final layout cells sized beyond drive strength 1 is 0.386. The overall die area is 6400 µm². The fmax is 681 MHz. The count of input and output buffers is 12. After layout, the minimum clock period comes to 1.47 ns.

Per the CTS log, the maximum H-tree level is 1. The final timing summary puts the cycle share of the worst path at 0.980. The flow ran to the end, and the final reports show no timing, DRC or antenna violations. The critical path's slowest stage uses the library cell sky130_fd_sc_hd__clkdlybuf4s50_1.

STA classifies the critical path endpoint as an output pin. TritonCTS built the clock tree. In this run the tools logged warnings totalling 25. The worst slack at placement is -0.413 ns.

The power per standard cell area is 816 nW/µm². The DRC violation total left in the routed layout is recorded as 0. The first global-routing pass estimated 1.28 mm of wire.

The cell family contributing the most delay on the critical path is buffers and inverters. The signal arrival time at the worst endpoint is 1.17 ns. Measured in cells, the most critical reg-to-reg path has a length of 5. After global routing the overflow that remains totals 0.

The most area-hungry cell type in the Yosys netlist is sky130_fd_sc_hd__dfrtp_1. STA reports a reg2reg setup slack of 0.35 ns. The core region is 3420 µm². The number of top-level pins is 13. Counting flops with an async set or reset pin after synthesis yields a share of 1.00. The maximum cell stage delay along the critical path is 0.47 ns. The worst setup path is launched from a register.

Note, the detailed placer reported a final HPWL of 675 µm. The via count of the first global-routing pass is 268. Checking max transition, the worst relative margin is 0.871. The global routing report lists combined usage of all routing layers as 0.0267. The clock insertion delay at the later pin of the skew report is 0.24 ns. The synthesized netlist occupies a cell area of 215 µm². For this run, the leading register cell type out of synthesis is sky130_fd_sc_hd__dfrtp_1. The finished layout holds 90 standard cells, fillers aside.

The number of clock sinks seen by CTS is 4. The simple-gate portion of the synthesized area is 0.169. The violation tally recorded at the end of detailed-routing iteration 0 is 4. The final worst clock skew is 0.000829 ns. The chip area line in the Yosys stat output reads 215 µm². The number of vias per cell is 2.62. Yosys stat counts 21 cells in the synthesized netlist. The critical path class is reg -> out.

The largest fanout on the critical path is 3. Setup repair after global routing left no endpoint under its margin. Grouping non-sequential cells by family puts the most area in simple AND/OR/NAND/NOR gates. The via total after detailed routing is 236.

The number of antenna violations at the first check in global routing is 0. The standby leakage power is 0.204 nW. In the final report, the number of endpoints failing setup comes to 0. The largest register by flop count is A_count. The post-placement cell count is 83. The data required time at the worst endpoint is 1.20 ns. The number of clock buffers inserted by TritonCTS is 3. The height of the die is 80 µm. On the worst setup and hold paths after CTS, the clock-pin slew comes to 0.04 ns. The measured slew at the worst slew-check pin is 0.193 ns. The type of the tightest min-delay check is in -> async.

The pin count of the biggest net entering global routing is 8. The synthesized design contains 4 register bits. The commonest cells after synthesis are sky130_fd_sc_hd__nand2_1, sky130_fd_sc_hd__dfrtp_1, sky130_fd_sc_hd__o21ai_0, sky130_fd_sc_hd__xnor2_1. The flip-flop count of the largest register after layout is 4. Antenna repair during routing inserted a diode count of 0. The floorplan step records an initial core utilization of 0.0630. For this run, the register share of the synthesized area comes to 0.465. The xor/xnor cell area share of the yosys netlist is 0.122.

The iteration count of the initial detailed-routing pass is 2. The number of max-cap violations is 0. The number of buffers and inverters on the critical path is 2. The maximum number of buffers from clock root to sink is 2.
[per-stage QoR]
step	hold WS (ns)	setup TNS [ns]	total power (W)	area, µm²	utilization
3_3_place_gp	0.518	-0.443	0.000248	427	0.125
2_1_floorplan	0.00441	0	0.000169	215	-
6_report	0.270	0	0.000402	493	0.144
5_1_grt	0.282	0	0.000433	493	0.144
4_1_cts	0.270	0	0.000391	459	0.134
3_5_place_dp	0.519	-0.469	0.000251	427	0.125
[cells by family (layout without fill, tap and decap cells)]
family          Yosys count  count (layout)
compound gates            3               3
xor+xnor                  3               3
fa+ha+maj                 1               1
buf+inv                   1              24
flops                     4               4
mux                       2               2
simple gates              7               7
[placed cells by master, fill, tap and decap left out, drive strengths merged, types with 2 or more instances in the layout]
master / count
buf: 9
clkbuf: 3
clkdlybuf4s50: 8
dfrtp: 4
dlygate4sd2: 3
nand2: 5
o21ai: 3
xnor2: 2
[worst max path at each step]
stage	cells after the start	slack (ns)	from	end
4_1_cts	2	0.004	A_count[0]$_DFFE_PN0P_	A_count[0]
5_1_grt	2	0.001	A_count[0]$_DFFE_PN0P_	A_count[0]
6_report	2	0.03	A_count[0]$_DFFE_PN0P_	A_count[0]
[repair_timing]
action	4_1_cts	5_1_grt
endpoints found under the setup margin	1	3
pin swaps	1	0
resized	6	4
buffers inserted	1	3
[metal layers]
| metal | up-vias | GRT usage | wire length, µm |
|---|---|---|---|
| li1 | 118 | - | - |
| met3 | 3 | 0.0136 | 40 |
| met2 | 4 | 0.0578 | 532 |
| met1 | 111 | 0.0180 | 203 |
| met5 | - | 0 | 0 |
| met4 | 0 | 0.00704 | 23 |
[cell type report]
cell class              count  area (µm²)
flip-flops and latches      4         100
fillers                   397        2920
clock buffers               3        22.5
multi-input cells          16         121
well taps                  46        57.6
repair buffers             21         191
[report_power, final]
part	leakage (nW)	total, W	internal, W	switching [W]
clock	0.0138	0.000133	0.0000895	0.0000440
sequential	0.0478	0.000133	0.000123	0.00000963
combinational	0.142	0.000136	0.0000919	0.0000442
No activity file was given, so power comes from the tool's default toggle rates.
