[design/flow/run.sh]
#!/bin/bash
# OpenROAD 26Q1-2900-gdf79404cd8, Yosys 0.63+post, stock flow scripts
make -C /OpenROAD-flow-scripts/flow DESIGN_CONFIG=/design/flow/config.mk WORK_HOME=/design/flow/orfs finish
[design/flow/constraint.sdc]
current_design Example5

set clk_period 1.8
set clk_io_pct 0.2

create_clock -name clk0 -period $clk_period

set non_clock_inputs [all_inputs -no_clocks]
set_input_delay [expr $clk_period * $clk_io_pct] -clock clk0 $non_clock_inputs
set_output_delay [expr $clk_period * $clk_io_pct] -clock clk0 [all_outputs]
[design/flow/design.v]
module Example5
( output lower, equal, greater,
input [3:0] A, B
);
	assign lower = (A < B);
	assign greater = (A > B);
	assign equal = (A == B);
endmodule
[design/flow/config.mk]
export PLATFORM = sky130hd
export DESIGN_NAME = Example5
export DESIGN_NICKNAME = Example5
export VERILOG_FILES = /design/flow/design.v
export SDC_FILE = /design/flow/constraint.sdc
export NUM_CORES = 4
export LEC_CHECK = 1
export CORE_AREA = 10 10 70 70
export DIE_AREA = 0 0 80 80
==> summary.txt <==
Status of the implementation.

- The nature of the critical path startpoint is an input port, for reference.
- The switching component of the power was reported as roughly 33 uW.
- The synthesized cell area is 129 um2, for reference.
- The post-detailed-route via-to-cell ratio is 2.15, for reference.
- Across the whole layout, storage elements account for 0 um2.
- The worst path required time is roughly 1.4 ns, for reference.
- The run finished with clean final reports.
- In the log, the iteration count for the first detailed-route pass is 1.
- The total of endpoints with negative setup slack in the final report is 0, for reference.
- The number of cells reported by Yosys stat comes to 16.
- The post-route non-filler standard cell count is 78, for reference.
- The area taken by multi-input logic gates is 183 um2, for reference.
- After floorplanning, the core was divided into 21 placement rows.
- The sequential-to-total area share from yosys stat is 0, for reference.
- Per the detail_route report, routed wire per instance is 7.18 um.
- The start point of the critical path is B[3], for reference.
- A synthesized cell averages 8.05 um2.
- The die is 80 um wide.
- The number of nets with antenna violations after routing is 0, for reference.
- The area share of the largest cell type after synthesis is 0.388, for reference.
- The total overflow left after global routing is 0.
- The sequential group share of total power is 0, for reference.
- The iteration-0 DRC count of the detailed router is 0, for reference.
- The final cell utilization of the core is 0.105, for reference.
- The main area contributors are ha_1 39%, o21bai_4 15%, inv_1 12%, nor2b_4 11%, a21oi_2 6.8%.
- Grouping stages by cell kind, the critical path spends the most delay in buffers and inverters.
- The transition time recorded at the tightest slew-check pin is 0.135 ns.
- The type of the worst min-delay path is input port to primary output, for reference.
- The timing report lists the critical path depth as 7 cells.
- The chip height is 80 um, for reference.
- Summing over the stages, the warning tally comes to 32.
- The max capacitance violation total is 0, for reference.
- The internal power is 53.7 uW, for reference.
- The die covers about 0.0064 mm2.
- The critical path goes through clkbuf_2 > inv_2 > ha_4 > nand2_4 > o21bai_4 > and2_4 > dlygate4sd2_1.
- The worst setup path is captured at a primary output.
- The floorplan core area is around 0.0034 mm2, for reference.
- The leakage power in the latest report is 0.000152 uW.
- The synthesized netlist contains 9 unique library cells.
- ha_1 takes more of the synthesized area than any other cell.
- The switching portion of total power comes to 0.379.
- The number of clock buffer instances in the layout is 0, for reference.
- The synthesized instance count is 16, for reference.
- The script reports the combined buffer and inverter count of the critical path as 3.
- The cell count after placement is 74, for reference.
- Setup repair after global routing left no endpoint under its margin.
- The final weighted congestion of routability-driven global placement is 0.617, for reference.
- Per the placement log, port buffering inserted 11 buffers.
- The synthesized netlist has a Yosys-reported chip area of 129 um2.
- The number of antenna violations at the first check in global routing is 1, for reference.
- Between the synthesized netlist and the finished layout, the area growth was recorded as 178%.
- The most common logic cell in the routed design is clkbuf_2, for reference.
- The clock period could shrink to 1.69 ns.
- The report lists the power per cell area as around 240 mW/mm2.
- The worst relative slew slack is 0.910, for reference.
- The via count of the first global-routing pass came to 190.
- The data arrival time reported for the critical path is 1.33 ns.
- The layout cell share with drive strength beyond 1 is 0.839, for reference.
- Max fanout on the critical path was recorded as 2.
- The total of fill cells in the finished design is 410, for reference.
- The HPWL after detailed placement is approximately 470 um.
- The count of pins on the block boundary is 11, for reference.
- The pre-placement core utilization is 0.0377, for reference.
- On the critical path, the stage with the largest delay is an instance of ha_4.
- Total global-route track usage over all layers is 0.0175.
- The clock network fraction of design power is 0, for reference.
- Counting the warning lines in the Yosys log gives 0.
- After detailed routing, the number of remaining DRC violations is 0.
- Per the final report, max-transition violations number 0.
- According to the timing report, the critical path is captured at lower.
- The sum of routed wire length over all layers is 560 um, for reference.
- The worst IR drop on VDD is 38.8 uV, for reference.
- Derived from the worst setup path, the maximum achievable clock frequency is between 500 and 600 MHz.
- According to the cell report, flip-flops and latches in the layout number 0.
- The first global-routing pass estimated 917 um of wire.
- The total number of vias is between 150 and 200, for reference.
- Counting endpoints that fail hold in the final report gives 0.
- For this run, the slowest stage of the critical path takes 0.27 ns.
- The type of the worst setup path is input port to primary output, for reference.
- The combinational cell fraction of total power is 1.000, for reference.
- By instance count after routing, the leading logic cell types are 5 x clkbuf_2, 4 x ha_4, 4 x dlygate4sd2_1, 4 x buf_4, 3 x inv_2.
- The smallest hold slack is 1.31 ns, for reference.
- The portion of the clock cycle consumed by the worst path in the final layout is 0.941, for reference.
- Entering global routing, the biggest net connects 3 pins.
[metal layers]
| layer | GRT usage | routed length (um) | up-vias |
|---|---|---|---|
| li1 | - | - | 83 |
| met1 | 0.0224 | 257 | 78 |
| met2 | 0.0297 | 257 | 7 |
| met3 | 0.00568 | 45 | 0 |
| met4 | 0 | 0 | 0 |
| met5 | 0 | 0 | - |
[power groups by stage]
| stage | Combinational [uW] | Clock, uW | Sequential (uW) |
|---|---|---|---|
| CTS | 87.3 | 0 | 0 |
| global route | 96.3 | 0.0000742 | 0 |
| finish | 86.5 | 0.0000742 | 0 |
[cells by family (layout without fill, tap and decap cells)]
| family | after synthesis | in the layout | share of synthesized area |
|---|---|---|---|
| adders and majority gates | 4 | 4 | 0.388 |
| buffers and inverters | 4 | 19 | 0.116 |
| AOI/OAI and AO/OA | 3 | 3 | 0.252 |
| and+or+nand+nor | 5 | 5 | 0.243 |
| other | 0 | 1 | 0 |
[per-stage QoR]
stage               TNS (ns)  area, um2  setup slack (ns)  power [uW]
floorplan                  0        129             0.445        28.1
global placement       -1.59        304            -0.565        67.5
detailed placement     -1.61        304            -0.591        68.8
CTS                        0        382           0.00127        87.3
global route               0        358            0.0501        96.3
finish                     0        358             0.106        86.5
[worst min-delay path by stage]
| stage | from | end | cells past startpoint |
|---|---|---|---|
| 6_report | A[3] | greater | 6 |
| 5_1_grt | A[3] | greater | 6 |
| 4_1_cts | A[3] | greater | 6 |
[repair_timing]
| action | in CTS | in global routing |
|---|---|---|
| buffers inserted | 3 | 0 |
| pin swaps | 4 | 1 |
| gates resized | 33 | 7 |
| hold buffers | 0 | 0 |
| endpoints found under the setup margin | 3 | 2 |
[layout make-up]
cell class                      count  share of cell area
Tap cell                           46               0.161
Antenna cell                        1             0.00699
Timing Repair Buffer               15               0.280
Inverter                            4              0.0420
Multi-Input combinational cell     12               0.510
[cells in the mapped netlist (all sizes together)]
| library cell | number |
|---|---|
| ha | 4 |
| and2 | 1 |
| nand2 | 2 |
| inv | 4 |
| nor2 | 1 |
| nor2b | 1 |
| a21oi | 2 |
| o21bai | 1 |
Power figures rest on the tool's default switching activity, not on a simulated workload.
